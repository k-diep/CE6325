<file path="flow/design.v">
module elevator(
	input [63:0] requested_floor,	
	input [63:0] destination_floor_elevator1,
	input [63:0] destination_floor_elevator2,
	input [63:0] current_floor_elevator1,
	input [63:0] current_floor_elevator2,
	input clk,
	input reset_elevator1,
	input in_emergency_elevator1,
	input reset_elevator2,
	input in_emergency_elevator2,
	output reg [1:0] direction_elevator1,
	output reg [1:0] direction_elevator2,
	output reg request_taken,
	output reg elevator1_status,
	output reg elevator2_status,
	output reg arrived_elevator1,
	output reg arrived_elevator2,
	output reg emergency_signal_elevator1,
	output reg emergency_signal_elevator2,
	output reg [63:0] current_floor_output_elevator1,
	output reg [63:0] current_floor_output_elevator2,
	output reg [63:0] final_floor_elevator1,
	output reg [63:0] final_floor_elevator2
	);
always @ (posedge clk) begin
	if(elevator1_status == 1'b0 && request_taken == 1'b0 && final_floor_elevator2 != requested_floor && current_floor_output_elevator1 == destination_floor_elevator1) begin
		final_floor_elevator1 = requested_floor; 
		request_taken = 1'b1;
	end
	else if (elevator2_status == 1'b0 && request_taken == 1'b0 && final_floor_elevator1 != requested_floor && current_floor_output_elevator2 == destination_floor_elevator2) begin
		final_floor_elevator2 = requested_floor; 
		request_taken = 1'b1;
	end
	if (reset_elevator1) begin
		direction_elevator1 = 2'b00;
		request_taken = 1'b0;
		arrived_elevator1 = 1'b0;
		elevator1_status = 1'b0;
		emergency_signal_elevator1 = 1'b0;
		current_floor_output_elevator1 = current_floor_elevator1;
		final_floor_elevator1 = destination_floor_elevator1;
	end
	if (in_emergency_elevator1 == 1'b1) begin
		emergency_signal_elevator1 = 1'b1;
		arrived_elevator1 = 1'b1;
		direction_elevator1 = 2'b00;
	end
	else if (in_emergency_elevator1 == 1'b0) begin
		emergency_signal_elevator1 = 1'b0;
	end
	if ((final_floor_elevator1 > current_floor_output_elevator1) && !in_emergency_elevator1) begin
		emergency_signal_elevator1 = 1'b0;
		direction_elevator1 = 2'b01;
		current_floor_output_elevator1 = current_floor_output_elevator1 << 1;
		arrived_elevator1 = 1'b0;
		elevator1_status = 1'b1;
	end
	else if ((final_floor_elevator1 < current_floor_output_elevator1) && !in_emergency_elevator1) begin
		emergency_signal_elevator1 = 1'b0;
		direction_elevator1 = 2'b10;
		current_floor_output_elevator1 = current_floor_output_elevator1 >> 1;
		arrived_elevator1 = 1'b0;
		elevator1_status = 1'b1;
	end
	else if (final_floor_elevator1 == current_floor_output_elevator1) begin
		direction_elevator1 = 2'b00;
		arrived_elevator1 = 1'b1;
		elevator1_status = 1'b0;
		request_taken = 1'b0;
	end
	if (reset_elevator2) begin
		direction_elevator2 = 2'b00;
		request_taken = 1'b0;
		arrived_elevator2 = 1'b0;
		elevator2_status = 1'b0;
		emergency_signal_elevator2 = 1'b0;
		current_floor_output_elevator2 = current_floor_elevator2;
		final_floor_elevator2 = destination_floor_elevator2;
	end
	if (in_emergency_elevator2 == 1'b1) begin
		emergency_signal_elevator2 = 1'b1;
		arrived_elevator2 = 1'b1;
		direction_elevator2 = 2'b00;
	end
	else if (in_emergency_elevator2 == 1'b0) begin
		emergency_signal_elevator2 = 1'b0;
	end
	if ((final_floor_elevator2 > current_floor_output_elevator2) && !in_emergency_elevator2) begin
		emergency_signal_elevator2 = 1'b0;
		direction_elevator2 = 2'b01;
		current_floor_output_elevator2 = current_floor_output_elevator2 << 1;
		arrived_elevator2 = 1'b0;
		elevator2_status = 1'b1;
	end
	else if ((final_floor_elevator2 < current_floor_output_elevator2) && !in_emergency_elevator2) begin
		emergency_signal_elevator2 = 1'b0;
		direction_elevator2 = 2'b10;
		current_floor_output_elevator2 = current_floor_output_elevator2 >> 1;
		arrived_elevator2 = 1'b0;
		elevator2_status = 1'b1;
	end
	else if (final_floor_elevator2 == current_floor_output_elevator2) begin
		direction_elevator2 = 2'b00;
		arrived_elevator2 = 1'b1;
		elevator2_status = 1'b0;
		request_taken = 1'b0;
	end
end
endmodule
</file>
<file path="flow/run.sh">
#!/bin/bash
# OpenROAD 26Q1-2900-gdf79404cd8, Yosys 0.63+post, stock flow scripts
make -C /OpenROAD-flow-scripts/flow DESIGN_CONFIG=/design/flow/config.mk WORK_HOME=/design/flow/orfs finish
</file>
<file path="flow/config.mk">
export PLATFORM = sky130hd
export DESIGN_NAME = elevator
export DESIGN_NICKNAME = elevator
export VERILOG_FILES = /design/flow/design.v
export SDC_FILE = /design/flow/constraint.sdc
export NUM_CORES = 4
export LEC_CHECK = 1
export CORE_AREA = 10 10 372 372
export DIE_AREA = 0 0 382 382
</file>
<file path="flow/constraint.sdc">
current_design elevator

set clk_period 24.6
set clk_io_pct 0.2

create_clock -name clk0 -period $clk_period [get_ports {clk}]

set non_clock_inputs [all_inputs -no_clocks]
set_input_delay [expr $clk_period * $clk_io_pct] -clock clk0 $non_clock_inputs
set_output_delay [expr $clk_period * $clk_io_pct] -clock clk0 [all_outputs]
</file>
==> results.py <==
# Metrics from the implementation run
metrics = {
    "place": {
        "gp_congestion": 0.943,
        "portBuffers": 591,
        "dpl.cell_count": 4342,
        "hpwl_mm": 123,
        "postPlaceCellArea_um2": 26400,
        "pre_cts_ws_ns": 11.24,
    },
    "routing": {
        "dr.first_iter.drc_count": 1620,
        "wl_mm": 142,
        "route.detailed.drc": 0,
        "viasPerCell": 4.41,
        "detail-route-antenna-nets": 0,
        "vias": 19476,
        "firstDrtPassIters": 6,
        "post_drt_wl_per_cell_um": 32.1,
    },
    "power": {
        "ir_worst_vdd_mv": 0.0384,
        "p_seq_share_pct": 31.5,
        "clkPwrFrac_pct": 27.9,
        "p_int_mw": 1.23,
        "p_comb_share_pct": 40.5,
        "switching_share_pct": 39.7,
        "switchingPower_uw": 812,
        "cellLeakagePower_nw": 11.1,
        "power_mw": 2.05,
        "power_density_nw_per_um2": 74.0,
    },
    "clocking": {
        "clkLatencyLatePin_ns": 0.59,
        "cts_buffer_depth": 3,
        "cts_setup_buffers": 0,
        "numCtsBuffers": 37,
        "cts.sinks": 267,
        "cts-root-buf": "clkbuf_16",
        "clk_pin_slew_ns": 0.06,
        "cts_resized": 0,
        "h-tree-depth": 2,
        "hold_buffers": 0,
        "cts_tree": "built",
    },
    "synth": {
        "ys_seq_share_pct": 29.0,
        "ys_chip_area_um2": 18500,
        "yosysTopAreaCellShare_pct": 29.0,
        "ys_cells": 2072,
        "yosys.area.top_type": "dfxtp_1",
        "synth_cells": 2072,
        "ys_seq_elements": 267,
        "ys_types": 69,
        "syn_avg_cell_area_um2": 8.91,
        "synth.area.top_cells": "dfxtp_1, mux2i_1, ha_1",
        "top_cells_by_count": "dfxtp_1, mux2i_1, nand2_1, o21ai_1, xor2_1",
        "edf_count": 0,
        "syn-cell-area_um2": 18500,
        "async_flop_share_pct": 0,
        "ys_warn_count": 1,
        "yosysMostFrequentCell": "dfxtp_1",
        "flop_cell": "dfxtp_1",
    },
    "global_route": {
        "globalRouteTotalUtil_pct": 18.9,
        "grt_pass1_vias": 19696,
        "grt_max_degree": 76,
        "grt_pass1_wl_mm": 184,
        "grt-ovfl-total": 0,
        "antenna_found_initial": 29,
    },
    "timing": {
        "finClkSkew_ns": 0.0229,
        "rsz0062_at_grt": "no",
        "worst_slew_pin_slew_ns": 1.03,
        "setup_tns_ns": 0,
        "layout_min_cycle_time_ns": 12.79,
        "timing.hold.ws_ns": 0.498,
        "slew_viol_final": 0,
        "layout_setup_ws_ns": 11.81,
        "finalSetupViolCount": 0,
        "fmax_ghz": 0.0782,
        "max_slew_margin_pct": 30.9,
        "hold_viol_final": 0,
        "finalClockPeriodUsage_pct": 52.0,
    },
    "floorplanning": {
        "die_w_um": 382,
        "rows": 132,
        "die_h_um": 382,
        "ioPinCount": 592,
        "fp_util_pct": 14.2,
        "die-area_um2": 146000,
        "core_um2": 130000,
    },
    "cells_and_area": {
        "fin_util_pct": 21.3,
        "fin_cells": 4417,
        "syn2layout_area_growth_pct": 49.7,
        "nFillCells": 14284,
        "final_layout_size_suffix_gt1_share_pct": 6.90,
        "fin_area_um2": 27600,
    },
    "setup_path": {
        "required_ns": 25.04,
        "cp-start-kind": "input pin",
        "cp_data_arrival_time_ns": 13.23,
        "critPathCaptureType": "register",
        "cp_max_fo": 42,
        "crit_type": "in2reg",
    },
    "job": {
        "cap_violations": 0,
        "warnings": 25,
    },
    "worst_hold_path": {
        "hold_class": "reg2reg",
    },
    "outcome": {
        "status": "finished, final reports clean",
    },
}
power by group through the flow:
stage     combinational (mW)  clock [mW]  sequential [mW]
5_1_grt                0.893       0.596            0.652
4_1_cts                0.837       0.582            0.645
6_report               0.830       0.571            0.645
placed cells by master, fill, tap and decap left out, types with 13 or more instances in the layout:
cell,instances
a21o_1,18
a22oi_1,13
nor4_1,45
buf_4,58
nand2_1,207
o22a_1,40
o21ai_1,167
nor2_1,68
nand3_1,22
o21ai_0,24
clkbuf_16,37
inv_1,87
mux2_2,41
mux2i_1,229
nand2b_1,16
nor3_1,15
dfxtp_1,267
nand4_1,59
a21oi_1,47
xor2_1,136
clkdlybuf4s50_1,588
a32oi_1,47
nor2b_1,16
ha_1,128
o311a_1,47
mux2_1,31
xnor2_1,86
routing by layer:
metal | vias up | global-route usage (%) | routed length (µm)
met2 | 1102 | 29.3 | 62600
li1 | 8798 | - | -
met3 | 177 | 7.17 | 14700
met4 | 22 | 5.68 | 5220
met1 | 9377 | 24.4 | 59100
met5 | - | 0 | 122
worst paths after layout:
kind                                     startpoint                                          to  slack (ns)  cells past startpoint
setup / recovery                requested_floor[24]  current_floor_output_elevator2[48]$_DFF_P_       11.81                     20
hold / removal        elevator2_status$_SDFFE_PP1P_               elevator2_status$_SDFFE_PP1P_        0.50                      2
setup reg to reg  final_floor_elevator1[24]$_DFF_P_  current_floor_output_elevator2[48]$_DFF_P_       16.75                     19
hold reg to reg       elevator2_status$_SDFFE_PP1P_               elevator2_status$_SDFFE_PP1P_        0.50                      2
flip-flops by register name (all words and copies together), names as in the netlist:
name                            flops
final_floor_elevator2              64
current_floor_output_elevator1     64
elevator2_status                    1
current_floor_output_elevator2     64
request_taken                       1
emergency_signal_elevator2          1
direction_elevator1                 2
emergency_signal_elevator1          1
direction_elevator2                 2
arrived_elevator2                   1
elevator1_status                    1
final_floor_elevator1              64
arrived_elevator1                   1
worst max-delay path, stage by stage:
cell	delay, ns
clkdlybuf4s50_1	0.86
xor2_1	0.26
nor4_1	0.88
nand4_1	0.18
nor4_1	0.92
nor4_1	0.24
nand2b_4	0.47
buf_4	0.71
mux2i_1	0.27
o21ai_1	0.09
ha_1	0.37
a21oi_1	0.17
nand2_1	0.07
a221oi_1	0.61
o2111ai_1	0.18
a22oi_1	0.43
a211o_2	0.63
buf_4	0.58
o22a_1	0.24
o21ai_1	0.06
area by class of cell:
cell class / count / area (µm²) / share of cell area [%]
Antenna cell: 9 / 22.5 / 0.0815
Clock buffer: 53 / 1110 / 4.00
Clock inverter: 13 / 139 / 0.502
Inverter: 92 / 345 / 1.25
Multi-Input combinational cell: 1593 / 12200 / 44.0
Sequential cell: 267 / 5350 / 19.3
Tap cell: 1742 / 2180 / 7.88
Timing Repair Buffer: 648 / 6340 / 22.9
logic make-up after synthesis:
family / share of synthesized area (%)
AND/OR/NAND/NOR: 12.3
AND-OR/OR-AND: 17.4
multiplexers: 16.8
flip-flops: 29.0
XOR/XNOR: 10.5
buffers and inverters: 5.29
adder cells (fa/ha/maj): 8.68
Power is estimated from default activity; no workload was simulated.
